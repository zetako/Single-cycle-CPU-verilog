<file path="/design/flow/run.sh">
#!/bin/bash
# OpenROAD 26Q1-2900-gdf79404cd8, Yosys 0.63+post, stock flow scripts
make -C /OpenROAD-flow-scripts/flow DESIGN_CONFIG=/design/flow/config.mk WORK_HOME=/design/flow/orfs finish
</file>
<file path="/design/flow/config.mk">
export PLATFORM = sky130hd
export DESIGN_NAME = display_module
export DESIGN_NICKNAME = display_module
export VERILOG_FILES = /design/flow/design.v
export SDC_FILE = /design/flow/constraint.sdc
export NUM_CORES = 4
export LEC_CHECK = 1
export CORE_UTILIZATION = 30
</file>
<file path="/design/flow/constraint.sdc">
current_design display_module

set clk_period 6.0
set clk_io_pct 0.2

create_clock -name clk0 -period $clk_period [get_ports {clk_base}]

set non_clock_inputs [all_inputs -no_clocks]
set_input_delay [expr $clk_period * $clk_io_pct] -clock clk0 $non_clock_inputs
set_output_delay [expr $clk_period * $clk_io_pct] -clock clk0 [all_outputs]
</file>
<file path="/design/flow/design.v">
module single_7seg(number,seg);
    input [3:0] number;
    output [6:0] seg;
    reg [6:0] seg;
    always @(number)
        case (number)
            4'b0000:seg=8'b11000000;  
            4'b0001:seg=8'b11111001;  
            4'b0010:seg=8'b10100100;  
            4'b0011:seg=8'b10110000;  
            4'b0100:seg=8'b10011001;  
            4'b0101:seg=8'b10010010;  
            4'b0110:seg=8'b10000010;  
            4'b0111:seg=8'b11011000;  
            4'b1000:seg=8'b10000000;  
            4'b1001:seg=8'b10010000;  
            4'b1010:seg=8'b10001000;  
            4'b1011:seg=8'b10000011;  
            4'b1100:seg=8'b11000110;  
            4'b1101:seg=8'b10100001;  
            4'b1110:seg=8'b10000110;  
            4'b1111:seg=8'b10001110;  
            default:seg=8'b00000000;
        endcase
endmodule  
module four_7seg(data,seg,select,clk);
    input clk;
    input [15:0] data;
    output [6:0] seg;
    output [3:0] select;
    wire [3:0] num0,num1,num2,num3;
    wire [6:0] seg0,seg1,seg2,seg3;
    reg [6:0] seg;
    reg [3:0] select;
    integer idx;
    initial idx<=0;
    assign num0=data[15:12];
    assign num1=data[11:8];
    assign num2=data[7:4];
    assign num3=data[3:0];
    single_7seg dig0(.number(num0),.seg(seg0));
    single_7seg dig1(.number(num1),.seg(seg1));
    single_7seg dig2(.number(num2),.seg(seg2));
    single_7seg dig3(.number(num3),.seg(seg3));
    always @(posedge clk)
    begin
        idx=idx+1;
        if (idx==4) idx=0;
        case (idx)
        0:
        begin
            seg<=seg0;
            select<=4'b0111;
        end
        1:
        begin
            seg<=seg1;
            select<=4'b1011;
        end
        2:
        begin
            seg<=seg2;
            select<=4'b1101;
        end
        3:
        begin
            seg<=seg3;
            select<=4'b1110;
        end
        endcase
    end
endmodule  
module clk_div #(parameter width=1) (clk_in,clk_out);
    input clk_in;
    output clk_out;
    reg clk_out=0;
    integer idx=0;
    always @(posedge clk_in)
    begin
        if (idx>=width)
        begin
            idx<=0;
            clk_out<=~clk_out;
        end
        else idx<=idx+1;
    end
endmodule  
module display_module(seg,select,clk_base,type,PC,NPC,rs_a,rs_d,rt_a,rt_d,alu_out,db);
    input [1:0]type;
    input clk_base;
    input [31:0] PC,NPC,rs_d,rt_d,alu_out,db;
    input [4:0] rs_a,rt_a;
    output [6:0] seg;
    output [3:0] select;
    reg [6:0] seg;
    reg [3:0] select;
    wire [15:0] pc,rs,rt,alu;
    wire clk;
    assign pc={PC[7:0],NPC[7:0]};
    assign rs={3'b000,rs_a,rs_d[7:0]};
    assign rt={3'b000,rt_a,rt_d[7:0]};
    assign alu={alu_out[7:0],db[7:0]};
    wire [6:0] seg00,seg01,seg10,seg11;
    wire [3:0] select00,select01,select10,select11;
    clk_div #(40000) div(.clk_in(clk_base),.clk_out(clk));
    four_7seg display00(.data(pc),.seg(seg00),.select(select00),.clk(clk));
    four_7seg display01(.data(rs),.seg(seg01),.select(select01),.clk(clk));
    four_7seg display10(.data(rt),.seg(seg10),.select(select10),.clk(clk));
    four_7seg display11(.data(alu),.seg(seg11),.select(select11),.clk(clk));
    always @(type)
        case (type)
            2'b00:
            begin
                seg<=seg00;
                select<=select00;
            end
            2'b01:
            begin
                seg<=seg01;
                select<=select01;
            end
            2'b10:
            begin
                seg<=seg10;
                select<=select10;
            end
            2'b11:
            begin
                seg<=seg11;
                select<=select11;
            end
        endcase
endmodule  
</file>
==> flow_summary.yaml <==
# generated from flow reports
drt:
  drt_wl_total_um: 31000
  wl_met3_um: 2230
  antennaDiodeCount: 0
  highest-signal-layer: "met5"
  viasPerCell: 5.03
  drt-initial-drc-count: 611
  drt_pre_antenna_iters: 54
  wl_met2_um: 13100
  detailroute.via_count: 11200
  postRouteAntennaNets: 0
  remaining_drc_errors: 0
  detail_route.wirelength.met1_um: 15600
  drt_wl_cell_um: 13.9
pwr:
  power.total_uw: 741
  power.share.combinational_pct: 38.0
  power_share_of_the_clock_group_pct: 31.7
  pwr-share-seq_pct: 30.3
  switchingPower_uw: 227
  sw_frac_of_total_pct: 30.6
  power_report.internal_total_uw: 514
  power-per-cell-area_mw_per_mm2: 47.7
  peakVddDrop_v: 0.000213
  p_leak_nw: 5.71
floorplanning:
  die_h_um: 220
  floorplan.core_util_pct: 30.5
  fp.dieArea_mm2: 0.0485
  die_width_um: 220
  num_io_pins: 216
  std_cell_rows: 79
  total_core_area_mm2: 0.0468
synth:
  ys_top_cells_by_area: "dfxtp_1, edfxtp_1, ha_1, xnor2_1, nor2_1"
  yosysSeqAreaShare_pct: 31.9
  flop_cell: "dfxtp_1"
  synthDominantCellAreaShare_pct: 22.4
  enable_flop_cells: 45
  top_cell: "dfxtp_1"
  common_cells: "dfxtp_1, nor2_1, nand2_1, xnor2_1, ha_1"
  post_synthesis_cell_area_mm2: 0.0143
  ys_warn_count: 4
  synthesis.instances: 1629
  syn-mean-instance-area_um2: 8.76
  ys_ff: 205
  netlist-cell-type-count: 83
  post-synth-top-area-cell: "dfxtp_1"
  yosysChipArea_mm2: 0.0143
  number_of_cells_in_yosys_stat: 1629
  ys_async_sr_fraction_pct: 0
clocking:
  htree_num_levels: 2
  numCtsBuffers: 5
  worstSkewPairLatency_ns: 0.27
  cts_tree: "yes"
  cts_hold_repair.buffers: 0
  post_cts_resized: 0
  cts-root-to-sink-buffers: 2
  clkTransAtPathRegs_ns: 0.05
  cts_setup_buffers: 0
  clk_root_buffer_cell: "clkbuf_16"
placed_design:
  dp_cells: 2219
  buffer_ports.inserted: 71
  placedInstanceArea_mm2: 0.0154
  gp_congestion: 0.891
  final_hpwl_from_detailed_placement_um: 24800
setup_path:
  cp-end-kind: "output port"
  cp_max_fo: 11
  crit_required_ns: 4.80
  cp.arrival_ns: 3.15
  criticalPathCategory: "in -> out"
  worst_setup_path_start_kind: "input port"
job:
  tool_warnings: 251
  timing.max_cap.violations: 0
final_timing:
  timing.max_slew.rel_slack_pct: 45.2
  worst_slew_pin_slew_ns: 0.821
  clock.fmax_ghz: 0.230
  unconstrained_endpoints: 216
  unclocked_pins: 172
  finalWorstPathRequiredPeriod_ns: 4.35
  grt_setup_unrepaired: "false"
  skew_ns: 0.00302
  setup_violations: 0
  finalHoldViolations: 0
  final.setup.tns_ns: 0
  timing.final.max_slew_violations: 0
  min_period_over_period_pct: 72.5
run_status:
  run_status: "completed"
global_routing:
  grt_pass1_wl_um: 51900
  number_of_antenna_violations_at_the_first_check_in_global_routing: 5
  grt_util_all_layers_pct: 13.3
  globalRouteOverflowTotal: 0
  first_global_vias: 10300
  grt_start_max_net_pins: 90
hold_path:
  min_path_type: "reg -> reg"
cells_and_area:
  stdcell_count: 2227
  postLayoutCellArea_mm2: 0.0155
  nFillCells: 4651
  layout-drive-gt1-share_pct: 5.49
  utilization_pct: 33.2
  area_growth_synth_to_finish_pct: 8.81
## worst paths after layout
path | start | to | slack (ns) | cells past startpoint
hold / removal | div.idx[0] | div.idx[0] | 0.46 | 1
hold reg to reg | div.idx[0] | div.idx[0] | 0.46 | 1
setup / recovery | type[0] | seg[3] | 1.65 | 3
setup reg to reg | div.idx[0] | div.idx[30] | 3.45 | 8
## worst max-delay path, stage by stage
cell	delay [ns]
clkdlybuf4s50_1	0.90
mux4_2	0.60
clkdlybuf4s50_1	0.44
## power groups by stage
stage	Combinational (mW)	Sequential (mW)	Clock, mW
after global routing	0.317	0.224	0.249
final	0.282	0.224	0.235
after CTS	0.282	0.224	0.242
## registers in the layout (all words and copies together) (netlist names), 7 cells and up
name and count:
display10.idx 32, display01.seg 7, display00.idx 32, display00.seg 7, display11.seg 7, display11.idx 32, display01.idx 32, display10.seg 7
div.idx 32
## cell usage in the layout (no fill, tap or decap), types with 6 or more instances in the layout
master,instances
a211oi_1,19
a21oi_1,68
a221oi_1,9
a22oi_1,11
a311oi_1,7
a31oi_1,19
and2_1,11
and3_1,36
and4_1,25
buf_4,6
clkdlybuf4s50_1,71
dfxtp_1,160
edfxtp_1,45
ha_1,100
inv_1,78
mux2_2,17
mux2i_1,39
mux4_2,22
nand2_1,122
nand2b_1,17
nand3_1,70
nand3b_1,7
nand4_1,54
nor2_1,132
nor2b_1,15
nor3_1,58
nor4_1,20
o211ai_1,7
o21a_1,7
o21ai_0,45
o22ai_1,14
o31ai_1,8
or2_2,13
or3_1,22
or4_1,6
xnor2_1,105
xor2_1,57
## metrics by stage
step | hold slack (ns) | setup WS [ns]
2_1_floorplan | 0.430 | 2.55
3_3_place_gp | 0.440 | 1.66
3_5_place_dp | 0.455 | 1.63
4_1_cts | 0.466 | 1.63
5_1_grt | 0.496 | 1.52
6_report | 0.462 | 1.65
## kinds of logic (layout without fill, tap and decap cells)
group	after synthesis	count (layout)	share of synthesized area [%]
adders and majority gates	100	100	8.77
muxes	78	78	7.55
and+or+nand+nor	636	636	23.8
xor gates and xnor gates	162	162	9.94
AOI/OAI and AO/OA	276	276	13.1
buffers and inverters	172	163	4.87
DFF	205	205	31.9
## cell type report
class | count | area [µm²] | area share [%]
clock buffer | 8 | 136 | 0.878
inverter | 78 | 293 | 1.88
multi-input combinational | 1252 | 9030 | 58.2
sequential | 205 | 4550 | 29.3
tap | 607 | 759 | 4.89
timing repair buffer | 77 | 756 | 4.87
## layer usage
| metal | GRT usage, % | vias to the layer above |
|---|---|---|
| met1 | 20.5 | 5129 |
| met5 | 0 | - |
| met3 | 4.18 | 18 |
| met2 | 19.4 | 171 |
| li1 | - | 5870 |
| met4 | 0.552 | 10 |
Power and IR drop assume default switching activity.
