$ cat flow/design.v
module data_memory(clk,Din,Dout,addr,memWrt);
    input clk,memWrt;
    input [31:0] Din,addr;
    output [31:0] Dout;
    reg [7:0] div_Dout[0:3];
    reg [7:0] memory[0:255];
    assign Dout={div_Dout[0],div_Dout[1],div_Dout[2],div_Dout[3]};
    always @(negedge clk)
    begin
        div_Dout[0]<=memory[addr];
        div_Dout[1]<=memory[addr+1];
        div_Dout[2]<=memory[addr+2];
        div_Dout[3]<=memory[addr+3];
        if (memWrt)
        begin
            memory[addr]<=Din[31:24];
            memory[addr+1]<=Din[23:16];
            memory[addr+2]<=Din[15:8];
            memory[addr+3]<=Din[7:0];
        end
    end
endmodule  
$ cat flow/constraint.sdc
current_design data_memory

set clk_period 80.0
set clk_io_pct 0.2

create_clock -name clk0 -period $clk_period [get_ports {clk}]

set non_clock_inputs [all_inputs -no_clocks]
set_input_delay [expr $clk_period * $clk_io_pct] -clock clk0 $non_clock_inputs
set_output_delay [expr $clk_period * $clk_io_pct] -clock clk0 [all_outputs]
$ cat flow/config.mk
export PLATFORM = sky130hd
export DESIGN_NAME = data_memory
export DESIGN_NICKNAME = data_memory
export VERILOG_FILES = /design/flow/design.v
export SDC_FILE = /design/flow/constraint.sdc
export NUM_CORES = 4
export LEC_CHECK = 1
export CORE_UTILIZATION = 30
$ cat flow/run.sh
#!/bin/bash
# OpenROAD 26Q1-2900-gdf79404cd8, Yosys 0.63+post, stock flow scripts
make -C /OpenROAD-flow-scripts/flow DESIGN_CONFIG=/design/flow/config.mk WORK_HOME=/design/flow/orfs finish
==> report_table.html <==
<h2>Synthesis and place &amp; route</h2>
<table>
<tr><th>Metric</th><th>Value</th></tr>
<tr><th colspan="2">CTS</th></tr>
<tr><td>CTS H-tree depth</td><td>5</td></tr>
<tr><td>Clk latency late pin</td><td>1.04 ns</td></tr>
<tr><td>Count of hold-fix buffers inserted at cts</td><td>0</td></tr>
<tr><td>Cell resize tally after clock tree synthesis</td><td>0</td></tr>
<tr><td>Clock tree sinks</td><td>2080</td></tr>
<tr><td>Clock Path Buffers</td><td>4</td></tr>
<tr><td>CTS tree</td><td>yes</td></tr>
<tr><td>Number of buffers created by CTS</td><td>300</td></tr>
<tr><td>Root buffer cell</td><td>clkbuf_16</td></tr>
<tr><td>Clock edge transition at the registers on the reported setup and hold paths</td><td>0.03 ns</td></tr>
<tr><td>Post-CTS repair timing setup buffer count</td><td>0</td></tr>
<tr><th colspan="2">Route</th></tr>
<tr><td>Routed length per placed instance</td><td>43.34 um</td></tr>
<tr><td>Detailed Routing Iterations Pass 1</td><td>7</td></tr>
<tr><td>Detailed Route WL</td><td>1273000 um</td></tr>
<tr><td>Number of vias per cell after detailed routing</td><td>6.675</td></tr>
<tr><td>Routed vias</td><td>196000</td></tr>
<tr><td>Antenna viol nets, final</td><td>0</td></tr>
<tr><td>Remaining routing DRC violations</td><td>0</td></tr>
<tr><td>Initial DRC count</td><td>23810</td></tr>
<tr><th colspan="2">Job</th></tr>
<tr><td>Max-capacitance violation count</td><td>0</td></tr>
<tr><td>Log Warnings</td><td>1060</td></tr>
<tr><th colspan="2">Run status</th></tr>
<tr><td>Run status</td><td>completed</td></tr>
<tr><th colspan="2">Yosys</th></tr>
<tr><td>Cells taking the most area after synthesis</td><td>edfxtp_1 30%, mux4_2 25%, mux2i_1 11%</td></tr>
<tr><td>Chip area from the yosys synthesis statistics</td><td>202900 um^2</td></tr>
<tr><td>Post-Synthesis Mean Instance Area</td><td>10.99 um^2</td></tr>
<tr><td>Main flop type</td><td>edfxtp_1</td></tr>
<tr><td>Share of synthesized registers carrying an async set or reset</td><td>0</td></tr>
<tr><td>Seq/Total Area, Yosys</td><td>0.3063</td></tr>
<tr><td>Cell count after synthesis</td><td>18470</td></tr>
<tr><td>Post-synth top area share</td><td>0.3031</td></tr>
<tr><td>Cell variety after synth</td><td>79</td></tr>
<tr><td>Post-Synthesis Cell Area</td><td>202900 um^2</td></tr>
<tr><td>Leading area contributor after synthesis</td><td>edfxtp_1</td></tr>
<tr><td>Ys cells</td><td>18470</td></tr>
<tr><td>YS warnings</td><td>2</td></tr>
<tr><td>Count of flip-flops with a built-in enable after synthesis</td><td>2048</td></tr>
<tr><td>Number of storage elements in the synthesis netlist</td><td>2080</td></tr>
<tr><th colspan="2">Pwr</th></tr>
<tr><td>Leakage component of the power</td><td>93.36 nW</td></tr>
<tr><td>Cell Pwr Density</td><td>17.66 nW/um^2</td></tr>
<tr><td>Peak supply drop</td><td>0.01804 mV</td></tr>
<tr><th colspan="2">Die</th></tr>
<tr><td># IOs</td><td>98</td></tr>
<tr><td>Placement row count</td><td>301</td></tr>
<tr><td>Chip area</td><td>679600 um^2</td></tr>
<tr><td>Pre-placement core utilization</td><td>0.3016</td></tr>
<tr><td>Die Span X</td><td>824.4 um</td></tr>
<tr><td>Total core area</td><td>672600 um^2</td></tr>
<tr><td>Die Y</td><td>824.4 um</td></tr>
<tr><th colspan="2">Setup path</th></tr>
<tr><td>Count of cells along the worst register-to-register path</td><td>7</td></tr>
<tr><td>CP Cell Sequence</td><td>buf_16 &gt; buf_4 &gt; buf_4 &gt; buf_4 &gt; buf_4 &gt; buf_4 &gt; buf_4 &gt; buf_4 &gt; mux4_2 &gt; mux4_2 &gt; nand2_1 &gt; nand3_1 &gt; nand4_1 &gt; nand4_1</td></tr>
<tr><td>Required time at the endpoint of the critical path</td><td>40.63 ns</td></tr>
<tr><td>Max stage delay cell, worst path</td><td>nand4_1</td></tr>
<tr><td>Startpoint of the worst register-to-register path</td><td>memory[185][7]</td></tr>
<tr><td>Cell depth of the worst setup path</td><td>14</td></tr>
<tr><td>Sort of element at the end of the critical path</td><td>flip-flop</td></tr>
<tr><td>Peak per-stage delay on the critical path</td><td>0.80 ns</td></tr>
<tr><td>Crit path max-delay family</td><td>buffers and inverters</td></tr>
<tr><td>Most common cell on crit path</td><td>buf_4</td></tr>
<tr><td>Buffering stage count on the worst path with inverters included</td><td>8</td></tr>
<tr><td>Peak fanout along the critical path</td><td>69</td></tr>
<tr><td>Critical path type</td><td>in -&gt; reg</td></tr>
<tr><td>Setup crit start kind</td><td>input pin</td></tr>
<tr><td>Critical path launch point</td><td>addr[0]</td></tr>
<tr><td>Arrival time at the worst endpoint</td><td>24.39 ns</td></tr>
<tr><th colspan="2">Layout</th></tr>
<tr><td>Leading cell type in the layout, fill and taps excluded</td><td>mux4_2</td></tr>
<tr><td>Layout area overhead</td><td>15.30%</td></tr>
<tr><td>Most common logic cells in the final layout</td><td>2234 x mux4_2, 2224 x mux2i_1, 2146 x inv_1, 2048 x edfxtp_1, 1988 x nor2_1</td></tr>
<tr><td>Share of layout cells above drive strength 1</td><td>0.2550</td></tr>
<tr><td>Final core occ</td><td>0.3478</td></tr>
<tr><td>Cell area after layout</td><td>233900 um^2</td></tr>
<tr><th colspan="2">Global routing</th></tr>
<tr><td>GR Util All Layers</td><td>0.3826</td></tr>
<tr><td>Via count of the first global-routing pass</td><td>187200</td></tr>
<tr><td>Global-route wire length before repair</td><td>1676000 um</td></tr>
<tr><td>Global route total overflow</td><td>0</td></tr>
<tr><td>Antenna violations before repair</td><td>210</td></tr>
<tr><td>Pin count of the biggest net entering global routing</td><td>94</td></tr>
<tr><th colspan="2">Place</th></tr>
<tr><td>Area after DPL</td><td>214900 um^2</td></tr>
<tr><td>Detailed-placement wirelength estimate</td><td>869400 um</td></tr>
<tr><td>Buffers added on ports</td><td>73</td></tr>
<tr><td>Final weighted congestion in routability-driven placement</td><td>1.109</td></tr>
<tr><td>Minimum setup slack after placement</td><td>15.88 ns</td></tr>
<tr><th colspan="2">Final timing</th></tr>
<tr><td>Final setup viols</td><td>0</td></tr>
<tr><td>Final hold slack</td><td>1.160 ns</td></tr>
<tr><td>Unrepaired setup endpoints after global routing</td><td>no</td></tr>
<tr><td>Final Skew</td><td>0.05901 ns</td></tr>
<tr><td>Final Hold Fails</td><td>0</td></tr>
<tr><td>Final worst-path setup slack</td><td>16.24 ns</td></tr>
<tr><td>Total negative slack for setup checks</td><td>0 ns</td></tr>
<tr><td>Actual transition at the worst max-transition pin</td><td>1.347 ns</td></tr>
<tr><td>Worst max-slew margin expressed relative to the limit</td><td>0.09226</td></tr>
<tr><td>Max-slew violation total from the final report</td><td>0</td></tr>
<tr><th colspan="2">Worst hold path</th></tr>
<tr><td>Class of the tightest hold or removal check</td><td>reg -&gt; reg</td></tr>
<tr><td>Worst hold path depth</td><td>4</td></tr>
<tr><td>Start point of the worst min-delay path</td><td>memory[5][5]</td></tr>
</table>
## power breakdown
group | internal, mW | switching, mW | leakage [nW] | total (mW)
clock | 0.970 | 0.907 | 16.1 | 1.88
sequential | 1.22 | 0.0218 | 18.7 | 1.25
combinational | 0.316 | 0.694 | 58.5 | 1.01
total | 2.51 | 1.62 | 93.4 | 4.13
## final timing paths
path                                  endpoint  slack, ns
worst max-delay path            div_Dout[2][3]      16.24
worst min-delay path            div_Dout[1][5]       1.16
worst max register to register  div_Dout[1][7]      74.85
worst min register to register  div_Dout[1][5]       1.16
## cells in the mapped netlist (all sizes together) (7+ instances only)
library cell  number
a211oi          1209
a311o              7
nand2b             9
nor2            2249
nor2b             28
nor3              61
a32oi             59
buf              721
ha                 9
xnor2             16
a311oi            31
a221oi            20
a22oi             59
o21ai            384
o311ai             8
o2111ai           22
and3              27
edfxtp          2048
nand4             94
mux2             919
a22o              12
nor4              10
nand3            484
nand2           1724
nand3b            80
mux4            2234
o22ai             21
dfxtp             32
o221ai             9
a31oi             87
o211ai            10
xor2              15
a2111oi            9
a21o            1152
a21oi            854
mux2i           2224
clkbuf          1465
## logic make-up (layout without fill, tap and decap cells)
logic type | count (synthesis) | after routing | synth area share
adders and majority gates | 9 | 9 | 0.0005550
AOI/OAI and AO/OA | 3992 | 3992 | 0.1332
buffers and inverters | 2192 | 3718 | 0.04567
DFF | 2080 | 2080 | 0.3063
other | 0 | 437 | 0
xor gates and xnor gates | 31 | 31 | 0.001449
and+or+nand+nor | 4787 | 4787 | 0.1041
muxes | 5377 | 5377 | 0.4087
## layout make-up
| class | count | area, um^2 |
|---|---|---|
| Inverter | 5 | 23.77 |
| Antenna cell | 437 | 1094 |
| Sequential cell | 2080 | 62140 |
| Clock buffer | 304 | 7607 |
| Multi-Input combinational cell | 14200 | 132600 |
| Clock inverter | 2304 | 10310 |
| Timing Repair Buffer | 1105 | 8977 |
| Fill cell | 65670 | 438700 |
| Tap cell | 8938 | 11180 |
## tightest hold or removal path: stages (launching register included)
cell	delay, ns
edfxtp_1	0.38
mux4_2	0.24
mux4_2	0.30
a211oi_1	0.09
nand4_1	0.07
## flip-flops by register name (all words and copies together), names as in the netlist
signal,cells
div_Dout,32
memory,2048
## metrics by stage
stage	total power [mW]	instances
6_report	4.132	29370
2_1_floorplan	1.891	18470
3_3_place_gp	2.341	26320
3_5_place_dp	2.340	26320
4_1_cts	4.073	28930
5_1_grt	4.242	29130
## routing by layer
metal | global-route usage | part of all wire | vias to the layer above
li1 | - | - | 75920
met1 | 0.3911 | 0.31 | 96400
met2 | 0.4753 | 0.39 | 18580
met3 | 0.3275 | 0.20 | 4937
met4 | 0.3041 | 0.098 | 216
met5 | 0.1520 | 0.0072 | -
Power is estimated from default activity; no workload was simulated.
