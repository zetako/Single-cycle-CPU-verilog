--- ./config.mk ---
export PLATFORM = sky130hd
export DESIGN_NAME = register_memory
export DESIGN_NICKNAME = register_memory
export VERILOG_FILES = /design/flow/design.v
export SDC_FILE = /design/flow/constraint.sdc
export NUM_CORES = 4
export LEC_CHECK = 1
export CORE_UTILIZATION = 50
--- ./design.v ---
module register_memory(clk,reset,regWrite,W,Ra,Rb,Rw,A,B);
    input clk,reset,regWrite;
    input [31:0] W;
    input [4:0] Ra,Rb,Rw;
    output [31:0] A,B;
    reg [31:0] memory[0:31]; 
    wire [31:0] A,B;
    integer i;
    assign A=memory[Ra];
    assign B=memory[Rb];
    always @(posedge clk or posedge reset) 
    begin
        if (reset) for (i=0;i<256;i=i+1) memory[i]=8'b0;
        else if (regWrite)
            if (Rw!=5'b0) memory[Rw]=W; 
    end
endmodule  
--- ./run.sh ---
#!/bin/bash
# OpenROAD 26Q1-2900-gdf79404cd8, Yosys 0.63+post, stock flow scripts
make -C /OpenROAD-flow-scripts/flow DESIGN_CONFIG=/design/flow/config.mk WORK_HOME=/design/flow/orfs finish
--- ./constraint.sdc ---
current_design register_memory

set clk_period 5.5
set clk_io_pct 0.2

create_clock -name clk0 -period $clk_period [get_ports {clk}]

set non_clock_inputs [all_inputs -no_clocks]
set_input_delay [expr $clk_period * $clk_io_pct] -clock clk0 $non_clock_inputs
set_output_delay [expr $clk_period * $clk_io_pct] -clock clk0 [all_outputs]
==> flow_summary.ini <==
; physical design summary
[run_status]
status = finished clean

[setup_path]
reg2reg_depth = 1
slowest_stage = clkdlybuf4s50_1
critPathMaxFanout = 19
crit_family = buffers and inverters
path_class = primary input to output port
regToRegSetupSlack_ns = 4.52
reg2reg_from = memory[6][25]$_DFFE_PP0P_
crit_buf_inv = 4
end_kind = output port
r2r-end = memory[6][25]$_DFFE_PP0P_
crit_arrival_ns = 4.37
crit_chain = buf_2, nand3b_1, buf_4, nor2_4, buf_12, a22oi_1, nand2_1, nor4_1, a31oi_1, clkdlybuf4s50_1
slowest_delay_ns = 0.56
worst_setup_path_start_kind = primary input
crit_required_ns = 4.40
crit_start = Ra[2]

[power_and_ir_drop]
leakagePower_nw = 26.04
peakVddDrop_uv = 292.3
powerDensity_nw_per_um2 = 357.3

[finish]
comb_area_sq_um = 23690
drive_gt1_share_pct = 35.67
fillers = 8109
final_cells = 5918
largest_register_ffs = 1024
synthToLayoutAreaGrowth_pct = 17.50
flop_area_sq_um = 25620

[detailed_routing]
dr_total_vias = 44286
via_per_inst = 7.483
first_pass_iters = 9
initialDrtViolationCount = 5273
drc = 0
wire_per_inst_microns = 44.16
ant_nets = 0
routed_wl_microns = 261400

[global_routing]
grt_pass1_wl_microns = 359100
grt_overflow = 0
grt_use_total_pct = 53.78
grt_max_degree = 123
grt_pass1_vias = 43592
antenna_found_initial = 13

[final_timing]
worst_slew_pin_slew_ns = 1.002
clock_skew_ns = 0
final.min_clock_period_ns = 5.474
setup_violations = 0
fmax_mhz = 182.7
relSlewSlack_pct = 33.17
hold_violations = 0
min_period_over_period_pct = 99.52
drv_slew = 0
hold_slack_ns = 0.4012
rsz0062_at_grt = no

[clocking]
cts_buffers = 110
cts_tree = built
cts_root_buffer = clkbuf_16
clkSinkCount = 1024
holdBufCountCts = 0
cts.reportedPaths.clkPinSlew_ns = 0.06
clkLatencyLatePin_ns = 0.72
cts_buffer_depth = 3
cts_htree_levels = 3

[place]
dp_hpwl_microns = 159600
place_inst = 5700
place.gp.congestion = 1.025
port_buffers = 113

[floorplanning]
ios = 114
die_w_microns = 320.3
fp-row-count = 116
die.size.y_microns = 320.3
core_sq_um = 100300
fp_util_pct = 50.51
die_area_sq_um = 102600

[synth]
avgSynthCellArea_sq_um = 11.64
synthArstFlopShare_pct = 100.0
ys_types = 54
simple_gate_share_pct = 7.541
synthAdderAreaFrac_pct = 0
yosysWarningCount = 2
mux_share_pct = 22.30
edf_count = 0
ys_seq_share_pct = 50.58
ys_chip_area_sq_um = 50660
netlist_area_sq_um = 50660
netlist_instances = 4352
synthFlopType = dfrtp_1
yosys_cells = 4352
ys_sh_aoi_pct = 15.64
xor_share_pct = 0
synth_flops = 1024
logic_family = multiplexers

[min_path]
holdPathStages = 0
hp-class = register to register
hold_end = memory[0][20]$_DFFE_PP0P_
hold_start = memory[0][20]$_DFFE_PP0P_

[run]
max-cap-violations = 0
warning_count = 43
==> metal layers <==
layer | vias to the layer above | wire length, microns | share of wire (%) | GRT usage, %
met3 | 1351 | 43240 | 17 | 32.48
met5 | - | 189 | 0.072 | 0.7565
li1 | 16842 | - | - | -
met1 | 22188 | 92050 | 35 | 69.93
met4 | 19 | 21200 | 8.1 | 31.28
met2 | 3886 | 104700 | 40 | 69.92
==> cell families after synthesis <==
family / count (synthesis)
AOI/OAI and AO/OA: 1072
buffers and inverters: 460
DFF: 1024
muxes: 1004
and+or+nand+nor: 792
==> repair_timing <==
item / 4_1_cts / 5_1_grt
resized: 2 / 3
gates cloned: 0 / 0
buffers inserted: 2 / 0
setup endpoints to repair: 2 / 4
pin swaps: 1 / 0
endpoints found under the hold margin: 0 / 0
==> report_power, final <==
part | total, W | leakage, nW | switching, W | internal, W
clock | 0.00792 | 1.89 | 0.00322 | 0.00471
sequential | 0.0104 | 13.1 | 0.00146 | 0.00895
combinational | 0.00294 | 11.0 | 0.00134 | 0.00160
==> synthesized netlist by cell type, types with 8 or more instances <==
cell | n | area (sq um)
dfrtp_1 | 1024 | 25620
mux2_2 | 990 | 11150
a22oi_1 | 847 | 6359
nand2_1 | 248 | 930.9
clkbuf_1 | 217 | 814.5
nor2_1 | 179 | 671.9
buf_2 | 157 | 785.8
nand4_1 | 121 | 757.0
a21oi_1 | 82 | 410.4
buf_1 | 64 | 240.2
nor3_1 | 60 | 300.3
nand3_1 | 54 | 270.3
nor4_1 | 28 | 175.2
a221oi_1 | 23 | 201.4
a22o_1 | 20 | 175.2
o21ai_0 | 20 | 100.1
buf_4 | 19 | 142.6
a222oi_1 | 17 | 170.2
a31oi_1 | 16 | 100.1
or3_1 | 13 | 81.33
nand3b_1 | 12 | 90.09
nand2b_1 | 11 | 68.82
nor2b_1 | 10 | 62.56
o32a_1 | 10 | 100.1
nor2_2 | 9 | 56.30
a32oi_1 | 8 | 70.07
and3_1 | 8 | 50.05
mux2i_1 | 8 | 80.08
or2_2 | 8 | 50.05
==> how the worst max path moves through the flow <==
stage,endpoint,slack [ns],depth (start not counted)
4_1_cts,B[14],0.004,11
5_1_grt,A[11],0.06,10
6_report,A[11],0.03,10
==> metrics by stage <==
step,cell area (sq um),setup TNS (ns),power (W),utilization (%),setup WS [ns]
CTS,59470,0,0.02117,59.30,0.004455
global placement,55610,-0.05714,0.01326,55.45,-0.05714
floorplan,50660,-9947.07,0.01177,-,-9.714
detailed placement,55610,-0.08452,0.01331,55.45,-0.08452
global route,59490,0,0.02188,59.31,0.05730
finish,59520,0,0.02127,59.35,0.02613
==> layout make-up <==
| class | instances | share of cell area [%] |
|---|---|---|
| clock buffers | 166 | 5.644 |
| inverters | 3 | 0.02522 |
| repair buffers | 450 | 7.771 |
| well taps | 1357 | 2.852 |
| clock inverters | 33 | 0.7925 |
| diodes | 17 | 0.07147 |
| flip-flops and latches | 1024 | 43.05 |
| multi-input cells | 2868 | 39.79 |
==> cell usage in the layout (no fill, tap or decap), types with 58 or more instances in the layout <==
cell type,instances
clkdlybuf4s50_1,106
a21oi_1,82
dfrtp_1,1024
buf_12,79
nand4_1,121
nor2_1,113
mux2_2,990
nor2_4,74
buf_4,257
nor3_1,58
nand2_1,236
clkbuf_16,115
a22oi_1,847
Power and IR drop assume default switching activity.
